$ cat flow/config.mk
export PLATFORM = sky130hd
export DESIGN_NAME = top
export DESIGN_NICKNAME = top
export VERILOG_FILES = /design/flow/design.v
export SDC_FILE = /design/flow/constraint.sdc
export NUM_CORES = 4
export LEC_CHECK = 1
export CORE_UTILIZATION = 40
$ cat flow/constraint.sdc
current_design top

set clk_period 4.0
set clk_io_pct 0.2

create_clock -name clk0 -period $clk_period [get_ports {hz100}]

set non_clock_inputs [all_inputs -no_clocks]
set_input_delay [expr $clk_period * $clk_io_pct] -clock clk0 $non_clock_inputs
set_output_delay [expr $clk_period * $clk_io_pct] -clock clk0 [all_outputs]
$ cat flow/design.v
`default_nettype none
module top (
  input  logic hz100, reset,
  input  logic [20:0] pb,
  output logic [7:0] left, right,
         ss7, ss6, ss5, ss4, ss3, ss2, ss1, ss0,
  output logic red, green, blue,
  output logic [7:0] txdata,
  input  logic [7:0] rxdata,
  output logic txclk, rxclk,
  input  logic txready, rxready
);
  logic [2:0] dot, keyout, state, next_level;
  logic keyclk, time_up;
  logic [7:0] time_now, score;
  assign red = time_up & |state;
  keysync k0( .clk(hz100), .rst(reset), .ins(pb[15:10]), .keyclk(keyclk), .choice(keyout));
  timer t0( .clk(hz100), .rst(reset), .keyclk(keyclk), .score(score), .time_now(time_now), .time_up(time_up));
  leveler l0( .clk(hz100), .rst(reset), .state(state), .n_state(next_level), .dot(dot));
  lights l1( .dot(dot), .left(left), .right(right));
  central c0( .rst(reset), .time_up(time_up), .keyclk(keyclk), .keyout(keyout), .n_state(next_level), .score(score), .state(state));
  display d0( .state(state), .time_now(time_now), .score(score), .ss7(ss7), .ss6(ss6), .ss5(ss5), .ss4(ss4), .ss3(ss3), .ss2(ss2), .ss1(ss1), .ss0(ss0) );
endmodule
module central (
  input logic rst, time_up, keyclk,
  input logic [2:0] keyout,
  input logic [2:0] n_state,
  output logic [7:0] score,
  output logic [2:0] state);
  logic [2:0] real_n_state;
  logic [7:0] real_n_score, n_score;
  bcdec b0( .indigs(score), .outdigs(n_score));
  always_comb begin
    if ( ~|state & keyout == 3'b001 ) begin
      real_n_state = n_state;
      real_n_score = 8'h99;
    end
    else if (time_up) begin
      real_n_state = 3'b111;
      real_n_score = score;
    end
    else if ( keyout == state ) begin
      real_n_state = n_state;
      real_n_score = n_score;
    end
    else begin
      real_n_state = 3'b111;
      real_n_score = score;
    end
  end
  always_ff @ (posedge rst or posedge keyclk) begin
    if (rst) begin
      state <= 3'b000;
      score <= 8'h99;
    end
    else begin
      state <= real_n_state;
      score <= real_n_score;
    end
  end
endmodule
module display (
  input logic [2:0] state,
  input logic [7:0] time_now, score,
  output logic [7:0] ss7, ss6, ss5, ss4, ss3, ss2, ss1, ss0);
  logic [15:0] time_bus, score_bus;
  seven_seg s0( .in(time_now[7:4]), .out(time_bus[14:8]));
  seven_seg s1( .in(time_now[3:0]), .out(time_bus[6:0]));
  seven_seg s2( .in(score[7:4]), .out(score_bus[14:8]));
  seven_seg s3( .in(score[3:0]), .out(score_bus[6:0]));
  assign { score_bus[15], time_bus[15], score_bus[7], time_bus[7] } = 4'b0000;
  logic [7:0] state_bus;
  always_comb begin
    case (state)
      3'b001: state_bus = 8'b01110111;
      3'b010: state_bus = 8'b01111100;
      3'b011: state_bus = 8'b00111001;
      3'b100: state_bus = 8'b01011110;
      3'b101: state_bus = 8'b01111001;
      3'b110: state_bus = 8'b01110001;
      default: state_bus = 8'b00000000;
    endcase
  end
  always_comb begin
    case (state)                                           
    3'b000: { ss7, ss6, ss5, ss4, ss3, ss2, ss1, ss0 } = 64'b01110111_01111000_01011100_01101101_01111000_01110111_01010000_01111000;
    3'b111: { ss7, ss6, ss5, ss4, ss3, ss2, ss1, ss0 } = { 48'b01101101_01011000_01011100_01010000_01111001_01000000, score_bus };
    default: { ss7, ss6, ss5, ss4, ss3, ss2, ss1, ss0 } = { state_bus, 8'b0, time_bus, 16'b0, score_bus };
    endcase
  end
endmodule
module lights (
  input logic [2:0] dot,
  output logic [7:0] left, right);
  logic [7:0] m;
  assign m[0] = (dot == 3'b111);
  assign m[1] = (dot == 3'b110);
  assign m[2] = (dot == 3'b101);
  assign m[3] = (dot == 3'b100);
  assign m[4] = (dot == 3'b011);
  assign m[5] = (dot == 3'b010);
  assign m[6] = (dot == 3'b001);
  assign m[7] = (dot == 3'b000);
  assign right[7:0] = m[7:0];
  assign left[0] = m[7];
  assign left[1] = m[6];
  assign left[2] = m[5];
  assign left[3] = m[4];
  assign left[4] = m[3];
  assign left[5] = m[2];
  assign left[6] = m[1];
  assign left[7] = m[0];
endmodule
module leveler (
  input logic clk, rst,
  input logic [2:0] state,
  output logic [2:0] n_state,
  output logic [2:0] dot);
  logic [2:0] diff;
  logic [2:0] t_state;
  always_ff @ (posedge clk or posedge rst) begin
    if (rst) diff <= 3'b000;
    else diff <= diff + 1;
  end
  assign dot = diff;
  always_comb begin
    t_state = state + diff;
    n_state = (|t_state && ~&t_state) ? t_state : (~&diff ? diff : 3'b001 );
  end
endmodule
module timer (
  input logic clk, rst, keyclk,
  input logic [7:0] score,
  output logic [7:0] time_now,
  output logic time_up);
  logic [7:0] next_time, time_minus_one;
  bcdec b0( .indigs(time_now), .outdigs(time_minus_one));
  assign time_up = ~|time_now[7:0];
  always_comb begin
    if (keyclk) next_time = score;
    else if (|time_now) next_time = time_minus_one;
    else next_time = 8'b0;
  end
  always_ff @ (posedge clk or posedge rst) begin
    if (rst) time_now <= 8'h99;
    else time_now <= next_time;
  end
endmodule
module keysync (
  input logic clk, rst,
  input logic [5:0] ins,
  output logic keyclk,
  output logic [2:0] choice);
  logic delay;
  always_ff @ (posedge clk or posedge rst) begin
    if (rst) begin
      keyclk <= 1'b0;
      delay <= 1'b0;
      choice <= 3'b000;
    end
    else begin
      keyclk <= delay;
      delay <= |ins[5:0];
      choice[2] <= |ins[5:3];
      choice[1] <= ins[1] | ins[2] | ins[5];
      choice[0] <= ins[0] | ins[2] | ins[4];
    end
  end
endmodule
module bcdec(
  input logic [7:0] indigs,
  output logic [7:0] outdigs);
  logic [1:0] vs;
  assign vs[0] = ~indigs[0];
  assign vs[1] = ~indigs[4];
  always_comb begin  
    if (|indigs[3:0]) begin
      outdigs[7:4] = indigs[7:4];
      outdigs[3:0] = {indigs[3] & indigs[0], indigs[2] & (|indigs[1:0]) | ~|indigs[2:0], ~^indigs[1:0], ~indigs[0] };  
    end
    else begin
      outdigs[7:4] = {indigs[7] & indigs[4], indigs[6] & (|indigs[5:4]) | ~|indigs[6:4], ~^indigs[5:4], ~indigs[4] };
      outdigs[3:0] = 4'b1001;
    end
  end
endmodule
module seven_seg (
  input logic [3:0]in,
  output logic [6:0]out
);
  logic [6:0] SEG7 [15:0];
  assign SEG7[4'h0] = 7'b0111111;
  assign SEG7[4'h1] = 7'b0000110;
  assign SEG7[4'h2] = 7'b1011011;
  assign SEG7[4'h3] = 7'b1001111;
  assign SEG7[4'h4] = 7'b1100110;
  assign SEG7[4'h5] = 7'b1101101;
  assign SEG7[4'h6] = 7'b1111101;
  assign SEG7[4'h7] = 7'b1000111;
  assign SEG7[4'h8] = 7'b1111111;
  assign SEG7[4'h9] = 7'b1101111;
  assign out = SEG7[in];
endmodule
$ cat flow/run.sh
#!/bin/bash
# OpenROAD 26Q1-2900-gdf79404cd8, Yosys 0.63+post, stock flow scripts
make -C /OpenROAD-flow-scripts/flow DESIGN_CONFIG=/design/flow/config.mk WORK_HOME=/design/flow/orfs finish
==> flow_summary.toml <==
# flow metrics
[die]
die_height_um = 84.7
core-area_sq_mm = 0.00646
row_count = 29
die_area_sq_mm = 0.00717
chipWidth_um = 84.7
ios = 126
initCoreUtil = 0.423

[finish]
area_growth_pct = 20.8
combGateArea_sq_mm = 0.00162
lay_top_cells = "clkdlybuf4s50_1, inv_1, nor2_1"
layout-drive-gt1-share = 0.0620
regArea_sq_um = 686
design_area_sq_mm = 0.00330
lay_top_count = "clkdlybuf4s50_1"
fillCellCount = 624

[sta]
finalHoldViolations = 0
fmax_mhz = 314
finalClockPeriodUsage = 0.795
unclocked_pins = 11
drv_slew = 0
grt_setup_unrepaired = "no"
timing.final.ws_setup_ns = 0.819
setup_viol_count_final = 0
slew_headroom = 0.503
fin_skew_ns = 0.00529
untimed_endpoints = 47
fin_crit_ns = 3.18
tns_ns = 0
whs_ns = 0.354
worst_pin_slew_ns = 0.746

[global_routing]
antenna_found_initial = 0
grt_max_degree = 28
grt_pass1_vias = 2042
grt-ovfl-total = 0
grt_use_total = 0.152
grt_pass1_wl_um = 9000

[detailed_routing]
wl_per_cell_um = 11.6
ant_nets = 0
drc = 0
detailroute.via_count = 2282
via_per_inst = 4.92
drt_iter0_markers = 95
wl_um = 5400
antennaDiodeCount = 0
firstDrtPassIters = 10

[yosys]
syn-instance-count = 344
ff_type = "dfrtp_1"
yosys_cells = 344
ys_chip_area_sq_mm = 0.00274
synth.distinct_cells = 55
yosys_warnings = 188
synth_seq_share = 0.251
edf_count = 0
synth_flops = 27
async_reset_ff_frac = 1.00
synth_area_per_cell_sq_um = 7.95
synthesis.area_sq_mm = 0.00274

[worst_setup_path]
critPathSlowestCell = "dfstp_2"
slowest_delay_ns = 0.56
cp_top_family = "flip-flops"
r2r_start = "t0.time_now[1]"
arrival_ns = 2.38
worstPathCellList = "inv_1 -> ha_1 -> or3_2 -> a31oi_1 -> a31oi_1 -> clkdlybuf4s50_1"
crit_buf_inv = 2
worst-path-max-fanout = 8
cp-startpoint = "t0.time_now[0]"
required_ns = 3.20
crit_type = "reg -> out"
cp-start-kind = "flip-flop"
crit_path_end_kind = "output pin"
cpMostUsedCell = "a31oi_1"

[clocking]
cts_tree = "yes"
clockBufferDepth = 2
cts_buffers = 3
cts-resized-gates = 0
cts_root_buffer = "clkbuf_8"
cts_max_level = 1
cts_hold_buf = 0
clk_latency_ns = 0.24
cts_setup_buffers = 0
clk_pin_slew_ns = 0.06

[job]
openroad.warnings = 67
maxCapViolCount = 0

[pwr]
p_sw_mw = 0.0737
peakVddDrop_mv = 0.192
combPwrFrac = 0.130
p_int_mw = 0.260
seq_power_share = 0.510
p_sw_frac = 0.221
power_density_mw_per_mm2 = 101
p_leak_nw = 1.45
p_clk_frac = 0.360

[placed_design]
gp_congestion = 0.773
dp_slack_ns = 1.07
port-buffer-count = 74
placed_area_sq_mm = 0.00326
hpwl_um = 4170

[worst_hold_path]
hp-class = "reg -> reg"
worstHoldStart = "k0.delay"

[status]
status = "finished clean"
-- cells by family after synthesis --
group           share of synthesized area
flops                               0.251
mux                                0.0188
simple gates                        0.209
buf+inv                             0.190
compound gates                      0.189
fa+ha+maj                           0.117
other cells                       0.00137
xor+xnor                           0.0242
-- through the flow --
stage | total power [mW] | util | cells
2_1_floorplan | 0.215 | - | 369
3_3_place_gp | 0.218 | 0.504 | 460
3_5_place_dp | 0.218 | 0.504 | 460
4_1_cts | 0.342 | 0.511 | 464
5_1_grt | 0.353 | 0.511 | 464
6_report | 0.334 | 0.511 | 464
-- synthesized netlist by cell type, types with 3 or more instances --
cell type   n  area (sq um)
nor3_1      6          30.0
a31oi_1     8          50.1
nand2b_1    8          50.1
buf_2       5          25.0
xnor2_1     4          35.0
nor3b_1     3          22.5
inv_1      28           105
a211oi_1    3          22.5
or2_2       7          43.8
o21ai_0    27           135
buf_4      46           345
and2_1      3          18.8
nand2_1    21          78.8
o211ai_1    3          22.5
ha_1       24           300
nor2_1     28           105
mux2i_1     4          40.0
nand3_1     8          40.0
dfrtp_1    19           475
dfstp_2     8           210
clkbuf_1    9          33.8
or3_1       8          50.1
nor2b_1     7          43.8
a21oi_1    20           100
-- path summary, 6_finish.rpt --
check,end,slack [ns],depth (start not counted)
worst max-delay path,ss4[5],0.82,6
worst min-delay path,k0.keyclk,0.35,0
worst max register to register,t0.time_now[4],2.13,6
worst min register to register,k0.keyclk,0.35,0
max in group asynchronous,t0.time_now[0],2.79,3
min in group asynchronous,k0.delay,0.90,3
-- registers in the layout, indices dropped and copies added (netlist names) --
name	flops
c0.score	8
c0.state	3
k0.choice	3
k0.keyclk	1
k0.delay	1
t0.time_now	8
l0.diff	3
-- cell type report --
class | count | share of cell area
Timing Repair Buffer | 75 | 0.227
Multi-Input combinational cell | 253 | 0.491
Sequential cell | 27 | 0.208
Clock buffer | 4 | 0.0136
Tap cell | 77 | 0.0292
Inverter | 28 | 0.0318
-- power by group through the flow --
stage | logic [mW] | clock network, mW | registers, mW
6_report | 0.0433 | 0.120 | 0.170
5_1_grt | 0.0507 | 0.132 | 0.171
4_1_cts | 0.0447 | 0.127 | 0.170
-- layer usage --
layer	global-route usage	wire length [um]	vias to the layer above	share of wire
li1	-	-	1189	-
met1	0.217	2570	1025	0.48
met2	0.267	2540	66	0.47
met3	0.0169	275	2	0.051
met4	0.00616	17	0	0.0031
met5	0	0	-	0
Power figures rest on the tool's default switching activity, not on a simulated workload.
